<file path="flow/run.sh">
#!/bin/bash
# OpenROAD 26Q1-2900-gdf79404cd8, Yosys 0.63+post, stock flow scripts
make -C /OpenROAD-flow-scripts/flow DESIGN_CONFIG=/design/flow/config.mk WORK_HOME=/design/flow/orfs finish
</file>
<file path="flow/config.mk">
export PLATFORM = sky130hd
export DESIGN_NAME = top_module
export DESIGN_NICKNAME = top_module
export VERILOG_FILES = /design/flow/design.v
export SDC_FILE = /design/flow/constraint.sdc
export NUM_CORES = 4
export LEC_CHECK = 1
export CORE_AREA = 10 10 70 70
export DIE_AREA = 0 0 80 80
</file>
<file path="flow/constraint.sdc">
current_design top_module

set clk_period 16.8
set clk_io_pct 0.2

create_clock -name clk0 -period $clk_period

set non_clock_inputs [all_inputs -no_clocks]
set_input_delay [expr $clk_period * $clk_io_pct] -clock clk0 $non_clock_inputs
set_output_delay [expr $clk_period * $clk_io_pct] -clock clk0 [all_outputs]
</file>
<file path="flow/design.v">
module top_module (
    input  wire [31:0] x,
    output wire [31:0] y
);
    wire   [31:0] i, j, k;
    assign i = x - 1'b1;  
    assign j = x & i;     
    assign k = j - 1'b1;  
    assign y = j & k;
endmodule
</file>
==> qor.csv <==
stage,metric,value,unit
cts,cts_setup_buffers,0,
routing,routed_wl,3258,um
logic_synthesis,ys_cells,134,
logic_synthesis,yosys_warnings,0,
floorplanning,dieArea,0.006400,mm^2
routing,firstDrtPassIters,4,
logic_synthesis,ys_seq_share,0,%
cells_and_area,layout.area.seq,0,um^2
logic_synthesis,synth_cell_type_count,44,
final_timing,period_used_share,59.00,%
logic_synthesis,netlist_top_cells_area,"nor2_1 8.0%, maj3_1 6.8%, nor3_1 6.2%",
cells_and_area,area_growth_syn_to_layout,73.06,%
power_and_ir_drop,seq_power_share,0,%
power_and_ir_drop,power_density,18.90,mW/mm^2
worst_setup_path,cp-end-kind,output pin,
floorplanning,placeableCoreArea,0.003416,mm^2
worst_setup_path,startpoint_type,input pin,
placement,gp_congestion,0.8059,
routing,route.detailed.drc,0,
global_routing,antenna_found_initial,0,
routing,vias,1193,
hold_path,hold_class,in -> out,
floorplanning,initCoreUtil,25.97,%
logic_synthesis,synth_area,887.1,um^2
routing,antenna_left,0,
worst_setup_path,crit_fanout,7,
final_timing,finalHoldViolCount,0,
final_timing,setup-tns-final,0,ns
final_timing,setup_viol,0,
cells_and_area,nClkBuffers,0,
final_timing,finalMaxSlewViolations,0,
routing,n_antenna_cell,0,
power_and_ir_drop,p_leak,0.5349,nW
worst_setup_path,worst-setup-path-type,in -> out,
logic_synthesis,syn_inst,134,
cts,cts_hold_buffers,0,
power_and_ir_drop,pwr-share-comb,100.0,%
cells_and_area,flop-count,0,
final_timing,rsz0062_at_grt,no,
logic_synthesis,yosys_area,887.1,um^2
cts,ctsResizeCount,0,
floorplanning,die_h,80,um
logic_synthesis,synth.avg_cell_area,6.620,um^2
cells_and_area,drive_above_1_share,5.729,%
logic_synthesis,largest_area_cell,nor2_1,
worst_setup_path,required,13.44,ns
placement,port_buffers,62,
floorplanning,pin_count,64,
global_routing,grtUsageTotal,9.328,%
global_routing,grt_max_degree,10,
power_and_ir_drop,peakVddDrop,0.009061,mV
routing,drtIter0Drc,82,
global_routing,grt_pass1_vias,1071,
power_and_ir_drop,p_int,0.00001814,W
routing,wl_per_cell,13.69,um
hold_path,holdPathStages,4,
hold_path,hold_end,y[31],
floorplanning,dieWidth,80,um
final_timing,fin_crit,9.912,ns
power_and_ir_drop,p_sw_share,37.48,%
global_routing,grt_pass1_wl,5133,um
flow_run,drv_cap,0,
logic_synthesis,yosysTopAreaCellShare,8.039,%
routing,detail_route.vias_per_cell,5.013,
power_and_ir_drop,clockPowerShare,0,%
final_timing,worst_pin_slew,0.6683,ns
final_timing,max_freq,100.9,MHz
worst_setup_path,arrival,6.55,ns
floorplanning,rows,21,
global_routing,grt_overflow,0,
flow_run,warnings,32,
placement,dp_hpwl,2812,um
hold_path,worst_hold_startpoint,x[31],
final_timing,relSlewSlack,55.45,%
status,status,finished clean,
power_and_ir_drop,p_sw,0.00001087,W
cells_and_area,final_util,44.95,%
==> stage by stage <==
step | area (um^2) | cells | worst slack (ns) | total power, W | hold slack (ns)
2_1_floorplan | 890.9 | 135 | 8.066 | 0.000009477 | 6.775
3_5_place_dp | 1535 | 238 | 6.944 | 0.00002924 | 7.628
4_1_cts | 1535 | 238 | 6.944 | 0.00002941 | 7.635
5_1_grt | 1535 | 238 | 6.662 | 0.00003192 | 7.704
3_3_place_gp | 1535 | 238 | 6.976 | 0.00002908 | 7.618
6_report | 1535 | 238 | 6.888 | 0.00002901 | 7.622
==> layout make-up <==
cell class / instances / area [um^2]
fill: 346 / 1881
inverter: 3 / 11.26
multi-input combinational: 127 / 845.8
tap: 46 / 57.56
timing repair buffer: 62 / 620.6
==> layout by cell type (no fill, tap or decap), types with 5 or more instances in the layout <==
master and instances:
o21ai_0 5, and2_1 5, nand2_1 10, clkdlybuf4s50_1 62
maj3_1 6, nor2_1 19, nor3_1 11, a21boi_0 5
a21oi_1 8
==> metal layers <==
| layer | track usage [%] | share of wire, % | vias up |
|---|---|---|---|
| li1 | - | - | 641 |
| met2 | 14.93 | 46 | 29 |
| met4 | 0 | 0 | 0 |
| met1 | 13.45 | 46 | 523 |
| met3 | 1.591 | 7.9 | 0 |
| met5 | 0 | 0 | - |
==> cell families (layout without fill, tap and decap cells) <==
family                   Yosys count  in the layout  share of synthesized area, %
AND/OR/NAND/NOR                   74             74                         49.65
buffers and inverters              8             65                         5.077
AND-OR/OR-AND                     45             45                         38.08
other                              1              2                        0.4227
adder cells (fa/ha/maj)            6              6                         6.770
==> Yosys cell counts (2+ instances only) <==
cell / number
a31oi_1: 3
a21boi_0: 5
nand3b_1: 2
and3_1: 2
or4_1: 2
o211a_1: 4
o221a_2: 2
or3_1: 4
nor2_1: 19
nand3_1: 3
o31ai_1: 2
nor3_1: 11
maj3_1: 6
nor4_1: 3
and2_1: 5
buf_4: 2
nor2b_1: 2
o21a_1: 4
a21oi_1: 8
nand2_1: 10
or2_2: 3
inv_1: 3
o31a_1: 2
o311a_1: 2
clkbuf_1: 2
o21ai_0: 5
==> power by group through the flow <==
| stage | Clock [W] | Combinational [W] | Sequential [W] |
|---|---|---|---|
| 4_1_cts | 0 | 0.0000294 | 0 |
| 5_1_grt | 0 | 0.0000319 | 0 |
| 6_report | 0 | 0.0000290 | 0 |
==> worst max-delay path by stage <==
stage	startpoint	endpoint	slack [ns]
after global routing	x[0]	y[31]	6.66
after CTS	x[2]	y[20]	6.94
final	x[2]	y[20]	6.89
==> critical path: stages <==
cell and delay [ns]:
clkdlybuf4s50_1 0.51, nor4_2 0.56, nand4_1 0.30, or4_1 0.56
o2bb2ai_1 0.28, and2_1 0.27, nand2_1 0.09, o211a_1 0.21
clkdlybuf4s50_1 0.41
Power and IR drop assume default switching activity.
